--- design/flow/constraint.sdc ---
current_design snake_logic

set clk_period 3.4
set clk_io_pct 0.2

create_clock -name clk0 -period $clk_period [get_ports {clk}]

set non_clock_inputs [all_inputs -no_clocks]
set_input_delay [expr $clk_period * $clk_io_pct] -clock clk0 $non_clock_inputs
set_output_delay [expr $clk_period * $clk_io_pct] -clock clk0 [all_outputs]
--- design/flow/design.v ---
`timescale 1ns / 1ps
module snake_logic(
    input wire clk,
    input wire [3:0] direction,   
    input wire [4:0] snake_x_before,  
    input wire [4:0] snake_y_before,  
    input [4:0] yem_x_before,        
    input [4:0] yem_y_before,        
    output reg [4:0] snake_x,  
    output reg [4:0] snake_y,  
    output reg [4:0] yem_x,          
    output reg [4:0] yem_y,          
    output reg [5:0] snake_length   
);
    reg game_over = 0;  
    always @(posedge clk) begin
        if (game_over == 0) begin
            case (direction)
                4'b0001: snake_y <= snake_y_before - 1;  
                4'b0100: snake_x <= snake_x_before + 1;  
                4'b1000: snake_y <= snake_y_before + 1;  
                4'b0010: snake_x <= snake_x_before - 1;  
            endcase
            if (snake_x == yem_x_before && snake_y == yem_y_before) begin
                snake_length <= snake_length + 1;  
                yem_x <= $random % 32;  
                yem_y <= $random % 24;  
            end
            else begin
                yem_x <= yem_x_before;
                yem_y <= yem_y_before;
            end
            if (snake_x >= 32 || snake_y >= 24) begin
                game_over <= 1;  
            end
        end
    end
endmodule
--- design/flow/run.sh ---
#!/bin/bash
# OpenROAD 26Q1-2900-gdf79404cd8, Yosys 0.63+post, stock flow scripts
make -C /OpenROAD-flow-scripts/flow DESIGN_CONFIG=/design/flow/config.mk WORK_HOME=/design/flow/orfs finish
--- design/flow/config.mk ---
export PLATFORM = sky130hd
export DESIGN_NAME = snake_logic
export DESIGN_NICKNAME = snake_logic
export VERILOG_FILES = /design/flow/design.v
export SDC_FILE = /design/flow/constraint.sdc
export NUM_CORES = 4
export LEC_CHECK = 1
export CORE_AREA = 10 10 110 110
export DIE_AREA = 0 0 120 120
==> results.txt <==
fresh numbers from the pnr run: areal power density over the cells about 310 nW/um2, Mapped Avg Cell Area 14.5 um2, WL final approximately 3500 um, Worst Path Max Fanout 5, total CTS buffers 3, worst path required time between 3000 and 4000 ps, Post-Place Setup Slack about 210 ps, RSZ-0062 raised after global routing no, total track usage 4.78%, vias per cell 3.15, die footprint approximately 14000 um2, WL/cell 12.4 um, die x size 120 um, HP Class flip-flop to flip-flop, Worst R2R End snake_length[0]$_DFFE_PP_, setup ws final around 530 ps, GP Congestion roughly 0.77, status complete, no violations, final worst-path cycle share 84.4%, post-synthesis sequential area ratio between 60% and 70%, Yosys Warn Count 3, dpl cells about 280, final max-slew violation count 0, R2R Path Start snake_y[4]$_DFFE_PP_, Setup crit end snake_y[4]$_DFFE_PP_, Max rail drop VDD 120 uV, Reg2Reg Depth 4, tool warning count 25, sequential group share of total power just under 60%, # IOs 51, Unique cell types 25, Slew headroom a little over three fifths, vias in the first global route 950, post_cts resized 0, WHS approximately 540 ps, HPWL Detailed roughly 3000 um, Routed Antenna Nets 0, largest net degree at the start of global routing 17, Yosys Chip Area between 1000 and 1500 um2, Power Total 630 uW, Layout Area Growth over Synthesis 54.8%, P_int 494 uW, crit path DAT slightly below 3000 ps, Synth area leader edfxtp_1, IO buf count around 50, CTS clk-pin slew, worst paths approximately 100 ps, Core ar. between 9000 and 10000 um2, CTS Buffer Depth 2, GRT overflow 0, clock network fraction of total power 30.2%, # rows 36, final instance area ~2100 um2, Tmin final 2870 ps, Max Clk Rate between 300 and 400 MHz, main area contributors edfxtp_1 (59%), xor2_1 (8.5%), xnor2_1 (5.9%), total clock sinks 27, initial antenna violation count 0, DRT iter0 DRCs 22, Via Count ~880, TritonCTS clock tree done, fin util about a fifth, endpoints failing setup 0, Registers, synthesis 27, Reg2Reg Setup Slack approximately 1300 ps, Gate Count Post-Synth about 92, Final Hold Vio Count 0, crit end category flip-flop, Fillers around 1100, worst setup path category input pin to flip-flop, first-pass GRT wire length 5430 um, layout cells sized above 1 around 5.4%, Comb pwr share between 10% and 20%, Initial Utilization 13.6%, die height between 100 and 150 um, DRC Markers 0, dpl cell area roughly 2000 um2, hold_buf cts 0, crit path launch direction[0], Cell Area, Synth between 1000 and 1500 um2, # Cells Yosys between 90 and 100, CTS root buf clkbuf_8, n_diodes 0, NetSw between 100 and 150 uW, post-CTS setup repair buffer count 0, Top-area cell share around three fifths, H-tree depth 1, worst skew pair latency around 280 ps, Final Skew between 9 and 10 ps, Max-cap violations 0, DRT Pass-1 Iters 2, setup TNS after final layout 0 ps, element type at the critical path start input pin, Net Sw Frac about 22%, Pleak around 0.7 nW, non-filler cells, final between 200 and 300, worst slew pin tran ~560 ps
## flip-flops by register name (all words and copies together) (netlist names)
signal	flops
snake_x	5
yem_x	5
snake_length	6
yem_y	5
game_over	1
snake_y	5
## synth_stat cells (all sizes together)
| cell type | instances |
|---|---|
| edfxtp | 26 |
| nor4b | 1 |
| xor2 | 13 |
| or4b | 1 |
| nor2 | 2 |
| ha | 6 |
| o21ai | 2 |
| nand2 | 2 |
| a31oi | 1 |
| inv | 4 |
| nand3 | 3 |
| xnor2 | 9 |
| fa | 1 |
| a21oi | 4 |
| nor4 | 4 |
| nand4 | 1 |
| and2 | 4 |
| a21o | 2 |
| and3 | 1 |
| dfxtp | 1 |
| nand3b | 1 |
| o31ai | 1 |
| xnor3 | 1 |
| mux2i | 1 |
## worst min-delay path by stage
stage                           startpoint              endpoint  cells past startpoint
after CTS             snake_y[3]$_DFFE_PP_  game_over$_SDFF_PP1_                      2
after global routing  snake_y[3]$_DFFE_PP_  game_over$_SDFF_PP1_                      2
final                 snake_y[3]$_DFFE_PP_  game_over$_SDFF_PP1_                      2
## critical path: stages
cell and delay (ps):
clkdlybuf4s50_1 500, or4b_1 690, fa_1 460, a21o_1 190, a21oi_1 160, xnor3_1 220
## final cells by class
type | instances | area [um2] | share of cell area, %
Multi-Input combinational cell | 61 | 517 | 25.0
Tap cell | 133 | 166 | 8.07
Inverter | 4 | 15.0 | 0.728
Timing Repair Buffer | 52 | 515 | 25.0
Sequential cell | 27 | 801 | 38.8
Clock buffer | 3 | 41.3 | 2.00
Clock inverter | 1 | 7.51 | 0.364
## power by group through the flow
stage	Sequential (mW)	Combinational [mW]	Clock [mW]
4_1_cts	0.365	0.0764	0.204
5_1_grt	0.365	0.0834	0.215
6_report	0.365	0.0748	0.190
## kinds of logic after synthesis
logic type                 synth area share, %
DFF                                       60.1
adders and majority gates                 7.14
muxes                                    0.751
xor gates and xnor gates                  16.2
buffers and inverters                     1.13
and+or+nand+nor                           10.0
AOI/OAI and AO/OA                         4.69
## cell usage in the layout (no fill, tap or decap)
cell type        instances
mux2i_1                  1
nor2_1                   2
or4b_1                   1
nand3b_1                 1
ha_1                     6
and2_1                   4
o31ai_1                  1
clkinvlp_4               1
fa_1                     1
a21oi_1                  4
nand4_1                  1
edfxtp_1                26
inv_1                    4
xnor3_1                  1
a21o_1                   2
a31oi_1                  1
nand3_1                  3
xor2_1                  13
nand2_1                  2
and3_1                   1
o21ai_0                  1
dfxtp_1                  1
clkdlybuf4s50_1         50
o21ai_2                  1
clkbuf_8                 3
xnor2_1                  9
nor4b_4                  1
nor4_1                   4
buf_4                    2
## metal layers
metal / wire (um) / up-vias / track usage, %
met1: 1650 / 399 / 6.75
met3: 230 / 2 / 1.38
met4: 55 / 0 / 0.830
li1: - / 452 / -
met5: 0 / - / 0
met2: 1540 / 31 / 7.29
Power and IR drop assume default switching activity.
