==> flow/design.v <==
`timescale 1ns / 1ps
module vga_controller(
    input clk_100MHz,    
    input reset,         
    output video_on,     
    output hsync,        
    output vsync,        
    output p_tick,       
    output [9:0] x,      
    output [9:0] y       
    );
    parameter HD = 640;              
    parameter HF = 48;               
    parameter HB = 16;               
    parameter HR = 96;               
    parameter HMAX = HD+HF+HB+HR-1;  
    parameter VD = 480;              
    parameter VF = 10;               
    parameter VB = 33;               
    parameter VR = 2;                
    parameter VMAX = VD+VF+VB+VR-1;  
    reg [1:0] r_25MHz;
    wire w_25MHz;
	reg  [1:0] r_25MHz;
	wire w_25MHz;
	always @(posedge clk_100MHz or posedge reset) begin
		if(reset)
		  r_25MHz <= 0;
		else
		  r_25MHz <= r_25MHz + 1;
    end
	assign w_25MHz = (r_25MHz == 0) ? 1 : 0;  
    reg [9:0] h_count_reg, h_count_next;
    reg [9:0] v_count_reg, v_count_next;
    reg v_sync_reg, h_sync_reg;
    wire v_sync_next, h_sync_next;
    always @(posedge clk_100MHz or posedge reset) begin
        if(reset) begin
            v_count_reg <= 0;
            h_count_reg <= 0;
            v_sync_reg  <= 1'b0;
            h_sync_reg  <= 1'b0;
        end
        else begin
            v_count_reg <= v_count_next;
            h_count_reg <= h_count_next;
            v_sync_reg  <= v_sync_next;
            h_sync_reg  <= h_sync_next;
        end
    end
    always @(posedge w_25MHz or posedge reset) begin
        if(reset) h_count_next = 0;
        else begin
            if(h_count_reg == HMAX) h_count_next = 0;
            else h_count_next = h_count_reg + 1;
        end
    end
    always @(posedge w_25MHz or posedge reset) begin
        if(reset)
            v_count_next = 0;
        else
            if(h_count_reg == HMAX)                  
                if((v_count_reg == VMAX))            
                    v_count_next = 0;
                else
                    v_count_next = v_count_reg + 1;
    end
    assign h_sync_next = (h_count_reg >= (HD+HB) && h_count_reg <= (HD+HB+HR-1));
    assign v_sync_next = (v_count_reg >= (VD+VB) && v_count_reg <= (VD+VB+VR-1));
    assign video_on = (h_count_reg < HD) && (v_count_reg < VD);  
    assign hsync  = h_sync_reg;
    assign vsync  = v_sync_reg;
    assign x      = h_count_reg;
    assign y      = v_count_reg;
    assign p_tick = w_25MHz;
endmodule
==> flow/run.sh <==
#!/bin/bash
# OpenROAD 26Q1-2900-gdf79404cd8, Yosys 0.63+post, stock flow scripts
make -C /OpenROAD-flow-scripts/flow DESIGN_CONFIG=/design/flow/config.mk WORK_HOME=/design/flow/orfs finish
==> flow/config.mk <==
export PLATFORM = sky130hd
export DESIGN_NAME = vga_controller
export DESIGN_NICKNAME = vga_controller
export VERILOG_FILES = /design/flow/design.v
export SDC_FILE = /design/flow/constraint.sdc
export NUM_CORES = 4
export LEC_CHECK = 1
export CORE_UTILIZATION = 50
==> flow/constraint.sdc <==
current_design vga_controller

set clk_period 1.6
set clk_io_pct 0.2

create_clock -name clk0 -period $clk_period [get_ports {clk_100MHz}]

set non_clock_inputs [all_inputs -no_clocks]
set_input_delay [expr $clk_period * $clk_io_pct] -clock clk0 $non_clock_inputs
set_output_delay [expr $clk_period * $clk_io_pct] -clock clk0 [all_outputs]
==> impl_metrics.csv <==
group,metric,value,unit
setup_path,crit_arrival,1.23,ns
sta,setup_viol,0,
pwr,leakagePower,1.006,nW
floorplan,die_x,63.43,microns
clocking,cts-buffers-inserted,3,
synth,mux_share,0,
place,gp_congestion,0.8548,
setup_path,crit_start,"v_count_reg[6]",
sta,finalMaxSlewViolations,0,
floorplan,fp_util,0.5440,
sta,fin_skew,0.005714,ns
sta,tightest_slew,0.3455,ns
setup_path,r2r-start,"v_count_reg[7]",
detailed_routing,firstDrtPassIters,4,
detailed_routing,antenna_left,0,
synth,post-synth-top-count-cell,"dfrtp_1",
sta,worst_slack,0.04929,ns
setup_path,worstPathRequired,1.28,ns
clocking,cts_tree,"built",
sta,fin_crit,1.551,ns
clocking,postCtsHoldBufs,0,
pwr,peakVddDrop,0.2566,mV
synth,synthArstFlopShare,1.000,
sta,untimed_endpoints,40,
synth,syn_area,0.001887,sq mm
flow_run,warnings,32,
sta,rsz0062_at_grt,"no",
synth,flop_cell,"dfrtp_1",
setup_path,path_max_fanout,5,
setup_path,rr_endpoint,"v_sync_reg",
place,port_buffers,25,
synth,syn_avg_cell_area,12.02,sq um
flow_run,cap_violations,0,
synth,synth_chip_area,0.001887,sq mm
sta,max_freq,0.6449,GHz
global_routing,grt_first_pass_wirelength,5471,microns
detailed_routing,wl_per_cell,13.03,microns
detailed_routing,drtIter0Drc,67,
synth,top_area_cell,"dfrtp_1",
setup_path,critPathCaptureType,"output port",
sta,unclocked_regs,20,
place,place_ws,0.1351,ns
global_routing,antenna_found_initial,0,
sta,hold_viol,0,
place,dp.final_hpwl,2219,microns
setup_path,crit_type,"register to output port",
setup_path,reg2reg_depth,4,
synth,area_leaders,"dfrtp_1 58%, ha_1 5.3%, xnor2_1 3.7%, nand2_1 3.6%, nand3_1 2.4%",
detailed_routing,antennaDiodeCount,0,
global_routing,grt_start_max_net_pins,45,
clocking,clock-root-buffer,"clkbuf_8",
synth,topCombFamilyByArea,"simple AND/OR/NAND/NOR gates",
synth,yosys.cell_types.count,37,
hold_path,min_path_type,"input pin to asynchronous set/reset pin",
synth,ys_seq_elements,44,
clocking,ctsHtreeMaxLevel,1,
cells_and_area,drive_gt1_frac,0.1917,
synth,yosys-top-cells-count,"44 x dfrtp_1, 18 x nand2_1, 9 x nand3_1",
clocking,path_clk_slew,0.08,ns
cells_and_area,nFillCells,275,
detailed_routing,routed_wl,3114,microns
global_routing,grt_usage,0.1799,
sta,fin_hold_ws,0.4073,ns
synth,synthCells,157,
sta,relSlewSlack,0.7694,
global_routing,grt-ovfl-total,0,
global_routing,grt_pass1_vias,1159,
floorplan,row_count,21,
setup_path,rrSetupSlack,0.30,ns
setup_path,cp-start-kind,"register",
synth,aoi_share,0.06233,
floorplan,die_y,63.43,microns
setup_path,crit_end,"y[6]",
synth,simple_gate_area_frac,0.2029,
synth,yosys-stat-cells,157,
floorplan,die_area,0.004023,sq mm
clocking,clkLatencyLatePin,0.26,ns
detailed_routing,routed_via_density,5.176,
detailed_routing,drcViolationCount,0,
synth,yosysWarningCount,1,
floorplan,ios,26,
sta,tns,0,ns
sta,finalCritPeriodShare,0.9692,
synth,top_cell_area_share,0.5836,
synth,edf_count,0,
synth,ys_sh_adder,0.05305,
cells_and_area,syn2layout_area_growth,23.08,%
detailed_routing,vias,1237,
status,status,"finished clean",
synth,ys_seq_frac,0.5836,
pwr,power_density,424.3,mW/mm^2
clocking,clockBufferDepth,2,
floorplan,fp.coreArea,0.003468,sq mm
synth,ys_sh_xor,0.05570,
[worst max-delay path, cell delays in order, from the launching register on]
cell	delay, ns
dfrtp_1	0.38
buf_6	0.14
clkdlybuf4s50_1	0.45
[logic make-up (layout without fill, tap and decap cells)]
family          count (synthesis)  count (layout)
xor+xnor                       12              12
fa+ha+maj                       8               8
compound gates                 17              17
simple gates                   63              63
buf+inv                        13              49
flops                          44              44
[placed cells by master, fill, tap and decap left out, drive strengths merged, types with 2 or more instances in the layout]
| cell type | count |
|---|---|
| buf | 13 |
| nand4 | 6 |
| dfrtp | 44 |
| nand2b | 3 |
| dlygate4sd2 | 2 |
| and3 | 3 |
| o21ai | 10 |
| clkbuf | 3 |
| nor4 | 2 |
| ha | 8 |
| nand3 | 10 |
| nor3 | 3 |
| and4 | 2 |
| inv | 8 |
| and2 | 3 |
| a311oi | 2 |
| xnor2 | 8 |
| xor2 | 4 |
| clkdlybuf4s50 | 23 |
| nand2 | 19 |
| nor2 | 7 |
| a21oi | 2 |
[final cells by class]
class | instances | area (sq um) | area share
Timing Repair Buffer | 38 | 369.1 | 0.1589
Tap cell | 46 | 57.56 | 0.02478
Clock buffer | 3 | 41.29 | 0.01778
Multi-Input combinational cell | 100 | 718.2 | 0.3093
Inverter | 8 | 30.03 | 0.01293
Sequential cell | 44 | 1106 | 0.4763
[through the flow]
step | cell area (sq um) | cells | total power [mW] | utilization
finish | 2322 | 239 | 0.9854 | 0.6696
global route | 2322 | 239 | 1.035 | 0.6696
CTS | 2306 | 239 | 1.006 | 0.6649
detailed placement | 2240 | 234 | 0.6478 | 0.6457
global placement | 2240 | 234 | 0.6469 | 0.6457
floorplan | 1887 | 157 | 0.6339 | -
[how the worst min path moves through the flow]
| stage | slack (ns) | startpoint | to | cells past startpoint |
|---|---|---|---|---|
| after CTS | 0.41 | reset | v_count_reg[2] | 3 |
| after global routing | 0.45 | reset | v_count_reg[3] | 3 |
| final | 0.41 | reset | v_count_reg[0] | 3 |
[report_power, final]
part / leakage [nW] / switching, mW / internal (mW)
Combinational: 0.395 / 0.0207 / 0.00738
Clock: 0.0216 / 0.184 / 0.168
Sequential: 0.590 / 0 / 0.605
[per-layer routing]
layer / up-vias / wire length [microns] / GRT usage / part of all wire
li1: 603 / - / - / -
met1: 603 / 1641 / 0.3308 / 0.53
met2: 29 / 1366 / 0.2580 / 0.44
met3: 2 / 94 / 0.01838 / 0.030
met4: 0 / 12 / 0.01420 / 0.0039
met5: - / 0 / 0 / 0
[timing repair]
action | CTS | global route
resized | 7 | 7
pin swaps | 4 | 0
cloned | 0 | 0
setup buffers | 2 | 0
endpoints found under the setup margin | 2 | 7
No activity file was given, so power comes from the tool's default toggle rates.
